**design/flow/constraint.sdc**
```tcl
current_design square_root

set clk_period 29.9
set clk_io_pct 0.2

create_clock -name clk0 -period $clk_period

set non_clock_inputs [all_inputs -no_clocks]
set_input_delay [expr $clk_period * $clk_io_pct] -clock clk0 $non_clock_inputs
set_output_delay [expr $clk_period * $clk_io_pct] -clock clk0 [all_outputs]
```
**design/flow/config.mk**
```make
export PLATFORM = sky130hd
export DESIGN_NAME = square_root
export DESIGN_NICKNAME = square_root
export VERILOG_FILES = /design/flow/design.v
export SDC_FILE = /design/flow/constraint.sdc
export NUM_CORES = 4
export LEC_CHECK = 1
export CORE_AREA = 10 10 114 114
export DIE_AREA = 0 0 124 124
```
**design/flow/design.v**
```verilog
module square_root(
  input [15:0] z,
  output [7:0] q
);
wire [7:0] q;
wire [16:14] z7;
assign       z7[16]    = 1'b0;
assign       z7[15:14] = z[15:14];
wire [16:14] r7        = z7 - {2'b01};
assign       q[7]      = ~r7[16];
wire [16:12] z6;
assign       z6[16:14] = {q[7]} ? r7 : z7;
assign       z6[13:12] = z[13:12];
wire [16:12] r6        = z6 - {q[7],2'b01};
assign       q[6]      = ~r6[16];
wire [15:10] z5;
assign       z5[15:12] = {q[6]} ? r6 : z6;
assign       z5[11:10] = z[11:10];
wire [15:10] r5        = z5 - {q[7:6],2'b01};
assign       q[5]      = ~r5[15];
wire [14:8]  z4;
assign       z4[14:10] = {q[5]} ? r5 : z5;
assign       z4[9:8]   = z[9:8];
wire [14:8]  r4        = z4 - {q[7:5],2'b01};
assign       q[4]      = ~r4[14];
wire [13:6]  z3;
assign       z3[13:8] = {q[4]} ? r4 : z4;
assign       z3[7:6]   = z[7:6];
wire [13:6]  r3        = z3 - {q[7:4],2'b01};
assign       q[3]      = ~r3[13];
wire [12:4]  z2;
assign       z2[12:6] = {q[3]} ? r3 : z3;
assign       z2[5:4]   = z[5:4];
wire [12:4]  r2        = z2 - {q[7:3],2'b01};
assign       q[2]      = ~r2[12];
wire [11:2]  z1;
assign       z1[11:4] = {q[2]} ? r2 : z2;
assign       z1[3:2]   = z[3:2];
wire [11:2]  r1        = z1 - {q[7:2],2'b01};
assign       q[1]      = ~r1[11];
wire [10:0]  z0;
assign       z0[10:2] = {q[1]} ? r1 : z1;
assign       z0[1:0]   = z[1:0];
wire [10:0]  r0        = z0 - {q[7:1],2'b01};
assign       q[0]      = ~r0[10];
endmodule
```
**design/flow/run.sh**
```bash
#!/bin/bash
# OpenROAD 26Q1-2900-gdf79404cd8, Yosys 0.63+post, stock flow scripts
make -C /OpenROAD-flow-scripts/flow DESIGN_CONFIG=/design/flow/config.mk WORK_HOME=/design/flow/orfs finish
```
==> flow_summary.toml <==
# flow metrics
[synthesis]
synth_cells = 443
syn-mean-instance-area_sq_um = 7.20
yosys-stat-cells = 443
synthTopCellsByArea = "ha_1 (12%), xnor2_1 (5.5%), nand2_1 (4.7%), nor2_1 (3.5%), inv_1 (3.3%)"
ys_types = 96
netlist_area_sq_mm = 0.00319
yosysChipArea_sq_mm = 0.00319
synth_area_leader_cell = "ha_1"
postSynthSeqShare = 0
synth_top_area_share = 0.122
synth_warnings = 0

[finish]
seq_area_sq_um = 0
n_clock_buffer = 0
area_growth_pct = 10.6
ff_count = 0
final_cell_area_sq_mm = 0.00353
drive_gt1_frac = 0.104

[route]
drt_iter0_markers = 268
drt_wl_total_mm = 8.91
postRouteAntennaNets = 0
routedWlPerCell_um = 15.2
antennaDiodeCount = 0
dr.pass1.iters = 5
via_count = 3349
drc = 0
vias_per_cell = 5.70

[flow_run]
cap_violations = 0
warning_count = 35

[final_timing]
rsz0062_at_grt = "no"
slew_headroom = 0.493
worstMarginPinSlew_ns = 0.742
fin_tns_setup_ns = 0
fin_crit_sh = 0.946
setup_viol = 0
hold_viol_final = 0
fin_crit_ns = 28.28
fmax_ghz = 0.0354
slew_violations = 0

[setup_path]
critPathCaptureType = "output port"
cp.arrival_ns = 22.30
critPathRequiredTime_ns = 23.92
critPathMaxStageDelay_ns = 0.65
cp_slowest_cell = "or3_1"
worst-setup-path-type = "in -> out"
cpMostUsedCell = "ha_1"
critPathLaunchType = "input pin"
path_max_fanout = 17

[hold_path]
min_to = "q[7]"
hold_class = "in -> out"
worstHoldPathCells = 5
hold_start = "z[15]"

[floorplan]
rows = 37
die-area_sq_mm = 0.0154
initCoreUtil = 0.306
core_area_sq_mm = 0.0104
ios = 24
chipWidth_um = 124
die_height_um = 124

[place]
port_buffers = 24
placed_area_sq_mm = 0.00353
hpwlAfterDp_mm = 7.19
gp_congestion = 0.924

[clock_network]
postCtsSetupBuffers = 0

[run_status]
status = "finished, final reports clean"

[grt]
antenna_found_initial = 0
grt_pass1_wl_mm = 15.0
grt_max_degree = 20
grt.total_usage = 0.116
grt_pass1_vias = 3013
gr-total-overflow = 0
==> synthesized netlist by cell type, types with 5 or more instances <==
| master | number |
|---|---|
| nand2b_1 | 8 |
| xnor2_1 | 20 |
| a21o_1 | 9 |
| nor2_1 | 30 |
| nor3_1 | 18 |
| inv_1 | 28 |
| nand4_1 | 9 |
| nand2_1 | 40 |
| clkbuf_1 | 7 |
| and2_1 | 7 |
| a31oi_1 | 5 |
| or3_1 | 10 |
| nor4_1 | 6 |
| ha_1 | 31 |
| a21oi_1 | 17 |
| a211oi_1 | 10 |
| or2_2 | 6 |
| xor2_1 | 6 |
| nand3_1 | 14 |
| o21ai_0 | 13 |
| mux2i_1 | 8 |
==> how the worst max path moves through the flow <==
| stage | slack (ns) | startpoint | depth (start not counted) | endpoint |
|---|---|---|---|---|
| 4_1_cts | 1.46 | z[12] | 57 | q[0] |
| 5_1_grt | 0.23 | z[12] | 59 | q[0] |
| 6_report | 1.62 | z[12] | 57 | q[0] |
==> repair_timing <==
| action | CTS | global route |
|---|---|---|
| hold buffers | 0 | 0 |
| resized | 0 | 1 |
| setup endpoints to repair | 0 | 1 |
==> cell usage in the layout (no fill, tap or decap), drive strengths merged, types with 5 or more instances in the layout <==
| cell type | instances |
|---|---|
| nor2 | 32 |
| a31oi | 5 |
| nand2 | 40 |
| xnor2 | 21 |
| a21oi | 18 |
| o21ai | 18 |
| nand3 | 14 |
| nand4 | 9 |
| xor2 | 7 |
| or3 | 10 |
| nor3 | 20 |
| and2 | 7 |
| clkdlybuf4s50 | 24 |
| a21o | 9 |
| o2111ai | 5 |
| or2 | 9 |
| a2111oi | 8 |
| mux2i | 8 |
| mux2 | 6 |
| o31ai | 5 |
| nand2b | 8 |
| ha | 31 |
| a211oi | 12 |
| nor4 | 8 |
| inv | 31 |
==> logic make-up after synthesis <==
logic type               synth area share
AND-OR/OR-AND                       0.319
XOR/XNOR                            0.110
adder cells (fa/ha/maj)             0.128
buffers and inverters              0.0683
multiplexers                       0.0463
AND/OR/NAND/NOR                     0.328
==> critical path, delay by kind of cell <==
family                   cells  cell delay [ns]
AND/OR/NAND/NOR             23             5.78
AND-OR/OR-AND               16             4.68
adder cells (fa/ha/maj)      7             2.38
buffers and inverters        5             1.61
XOR/XNOR                     4             1.22
multiplexers                 2             0.62
==> layout make-up <==
class,count,area [sq um]
Fill cell,1079,6890
Inverter,31,116
Multi-Input combinational cell,393,2970
Tap cell,136,170
Timing Repair Buffer,28,270
==> metrics by stage <==
stage	setup WS (ns)	cells	utilization	hold WS (ns)
after floorplan	5.52	443	-	12.08
after global placement	1.76	588	0.339	13.26
after detailed placement	1.54	588	0.339	13.28
after CTS	1.46	588	0.339	13.28
after global routing	0.228	588	0.339	13.40
final	1.62	588	0.339	13.25
==> metal layers <==
layer | routed length, um | track usage | up-vias
li1 | - | - | 1718
met1 | 4530 | 0.181 | 1530
met2 | 3850 | 0.178 | 91
met3 | 445 | 0.00597 | 10
met4 | 82 | 0.0137 | 0
met5 | 0 | 0 | -
